[flow/config.mk]
export PLATFORM = sky130hd
export DESIGN_NAME = stopwatch
export DESIGN_NICKNAME = stopwatch
export VERILOG_FILES = /design/flow/design.v
export SDC_FILE = /design/flow/constraint.sdc
export NUM_CORES = 4
export LEC_CHECK = 1
export CORE_UTILIZATION = 40
[flow/constraint.sdc]
current_design stopwatch

set clk_period 5.5
set clk_io_pct 0.2

create_clock -name clk0 -period $clk_period [get_ports {clk}]

set non_clock_inputs [all_inputs -no_clocks]
set_input_delay [expr $clk_period * $clk_io_pct] -clock clk0 $non_clock_inputs
set_output_delay [expr $clk_period * $clk_io_pct] -clock clk0 [all_outputs]
[flow/design.v]
module clock_divider(
    input clk,          
    input reset,
    output reg clk_1hz
);
    reg [25:0] counter;
    always @(posedge clk or posedge reset) begin
        if (reset) begin
            counter <= 0;
            clk_1hz <= 0;
        end else if (counter == 26'd49_999_999) begin  
            counter <= 0;
            clk_1hz <= ~clk_1hz;
        end else begin
            counter <= counter + 1;
        end
    end
endmodule
module debounce (
    input wire clk,        
    input wire reset,
    input wire button_in,
    output reg button_out
);
    reg [19:0] count;
    reg button_prev;
    always @(posedge clk or posedge reset) begin
        if (reset) begin
            count <= 20'b0;
            button_prev <= 1'b0;
            button_out <= 1'b0;
        end else begin
            button_prev <= button_in;
            if (button_prev != button_in) begin
                count <= 20'b0;
            end else if (count == 20'hFFFFF) begin
                button_out <= button_prev;
            end else begin
                count <= count + 1;
            end
        end
    end
endmodule
module seven_segment_display(
    input [3:0] digit,
    output reg [6:0] seg
);
    always @(*) begin
        case (digit)
            4'd0: seg = 7'b1000000;  
            4'd1: seg = 7'b1111001;  
            4'd2: seg = 7'b0100100;  
            4'd3: seg = 7'b0110000;  
            4'd4: seg = 7'b0011001;  
            4'd5: seg = 7'b0010010;  
            4'd6: seg = 7'b0000010;  
            4'd7: seg = 7'b1111000;  
            4'd8: seg = 7'b0000000;  
            4'd9: seg = 7'b0010000;  
            default: seg = 7'b1111111;  
        endcase
    end
endmodule
module stopwatch(
    input clk,          
    input btnC,         
    input btnU,         
    output reg [3:0] an,
    output reg [6:0] seg
);
    reg [5:0] sec_counter;
    reg [5:0] min_counter;
    reg running;
    wire clk_1hz;
    wire debounced_btnU;
    reg btnU_prev;
    clock_divider clk1 (.clk(clk), .reset(btnC), .clk_1hz(clk_1hz));
    debounce d0 (.clk(clk), .reset(btnC), .button_in(btnU), .button_out(debounced_btnU));
    always @(posedge clk or posedge btnC) begin
        if (btnC) begin
            running <= 0;
            btnU_prev <= 0;
        end else begin
            btnU_prev <= debounced_btnU;
            if (debounced_btnU && !btnU_prev) begin
                running <= ~running;
            end
        end
    end
    always @(posedge clk_1hz or posedge btnC) begin
        if (btnC) begin
            sec_counter <= 6'd0;
            min_counter <= 6'd0;
        end else if (running) begin
            if (sec_counter == 6'd59) begin
                sec_counter <= 6'd0;
                if (min_counter == 6'd59) begin
                    min_counter <= 6'd0;
                end else begin
                    min_counter <= min_counter + 1;
                end
            end else begin
                sec_counter <= sec_counter + 1;
            end
        end
    end
    wire [3:0] min_tens = min_counter / 10;
    wire [3:0] min_ones = min_counter % 10;
    wire [3:0] sec_tens = sec_counter / 10;
    wire [3:0] sec_ones = sec_counter % 10;
    wire [6:0] seg0, seg1, seg2, seg3;
    seven_segment_display seg0_disp(min_tens, seg3);
    seven_segment_display seg1_disp(min_ones, seg2);
    seven_segment_display seg2_disp(sec_tens, seg1);
    seven_segment_display seg3_disp(sec_ones, seg0);
    reg [16:0] mux_clk_div;
    reg mux_clk;
    always @(posedge clk) begin
        if (mux_clk_div == 17'd99_999) begin
            mux_clk_div <= 0;
            mux_clk <= ~mux_clk;
        end else begin
            mux_clk_div <= mux_clk_div + 1;
        end
    end
    reg [1:0] mux_count = 0;
    always @(posedge mux_clk) begin
        case (mux_count)
            2'd0: begin seg <= seg0; an <= 4'b1110; end  
            2'd1: begin seg <= seg1; an <= 4'b1101; end
            2'd2: begin seg <= seg2; an <= 4'b1011; end
            2'd3: begin seg <= seg3; an <= 4'b0111; end
        endcase
        mux_count <= mux_count + 1;
    end
endmodule
[flow/run.sh]
#!/bin/bash
# OpenROAD 26Q1-2900-gdf79404cd8, Yosys 0.63+post, stock flow scripts
make -C /OpenROAD-flow-scripts/flow DESIGN_CONFIG=/design/flow/config.mk WORK_HOME=/design/flow/orfs finish
==> results_slide.txt <==
Run Summary

Run status
  • Outcome: finished clean

STA
  • Relative slew margins: 0.489
  • Finish-stage setup viols: 0
  • Register pins left without a clock: 25
  • Endpoints left unconstrained: 36
  • Final Hold Fails: 0
  • Hold WS: 433 ps
  • Setup TNS: 0 ps
  • Period minus WS final: around 2400 ps
  • Peak Freq: between 400 and 500 MHz
  • RSZ-0062 raised after global routing: false
  • Setup Skew: around 4.5 ps
  • Final Max Slew Viols: 0
  • Slew at the pin with the worst max-slew slack: around 770 ps
  • Setup WS post-layout: between 3000 and 4000 ps
  • Period utilization: 0.445

Synth
  • Yosys Chip Area: ~0.0056 mm2
  • Share of the synthesized area in the top cell type: 0.282
  • Number of distinct library cells after synthesis: 71
  • Synth async-reset ratio: 0.670
  • Syn avg cell area: about 9 um2
  • Multiplexer share: 0.0130
  • Register area share after synthesis: 0.394
  • Yosys xor share: 0.0954
  • Count of library flops with an enable pin: 1
  • Synth flops: 94
  • Post-synthesis simple-gate area fraction: 0.231
  • Post-synth top area cell: dfrtp_1
  • Yosys Instances: slightly above 600
  • Most used flip-flop cell: dfrtp_1
  • Largest family of logic cells by area: simple AND/OR/NAND/NOR gates
  • Synth area leaders: dfrtp_1, dfxtp_1, ha_1
  • Mapped Area: approximately 0.0056 mm2
  • Adder Area Share: 0.0979
  • Synth warn: 4
  • AO/OA Area Share: 0.132
  • Gate count after technology mapping: around 620

Clock tree
  • Root Buffer Master: clkbuf_16
  • CTS tree: done
  • CTS H-tree depth: 3
  • Clk slew on worst S/H paths: ~50 ps
  • Setup Buffers After CTS: 0
  • Hold buffers post-CTS: 0
  • CTS resizes: 0
  • Clk buf depth: 2
  • CTS Buf Count: 9
  • Clock latency (worst-skew pair): 330 ps

Final layout
  • Layout fillers: between 1000 and 1500
  • Layout cell share with drive strength beyond 1: 0.0568
  • Syn-to-layout area delta: 11.3%
  • Post-layout instance area: roughly 0.0062 mm2
  • Finished Core Util: 0.463

Placed design
  • Dpl ws: between 3000 and 4000 ps
  • Area after DPL: 0.00589 mm2
  • PortBufs: 13
  • Placed wire-length estimate: roughly 7000 um
  • Routability cong.: ~0.89

Floorplan
  • Die X: around 120 um
  • Die area: approximately 0.014 mm2
  • Core footprint: 0.0135 mm2
  • Die extent in y: ~120 um
  • I/O Pins: 14
  • Rows: between 40 and 50
  • Floorplan utilization: 0.416

Detailed routing
  • DR WL/cell: between 10 and 15 um
  • Total number of vias: between 4000 and 5000
  • First-pass detailed-route iteration total: 4
  • ANT cells: 0
  • DR DRC count: 0
  • Routed Antenna Nets: 0
  • Detailed Route Iter0 Violations: 146
  • Routed WL: 9970 um
  • Vias per cell: ~5.3

Worst setup path
  • Setup CP Type: register to register
  • Crit path max fanout: 8
  • CP endpoint kind: register
  • WP buf/inv: 0
  • Setup crit start kind: register
  • Crit path max-delay cell type: nor4_2
  • Crit path top cell by count: nor2_1
  • WP data arrival: approximately 2700 ps
  • Crit path largest cell delay: roughly 640 ps
  • Chain of cells forming the critical path: and4_1 > nand4_1 > nor4_2 > nand4b_1 > nor2_1 > nand2_1 > xor2_1 > nor2_1
  • Worst path depth: 8
  • Largest delay share family, worst path: simple AND/OR/NAND/NOR gates
  • Reg2reg path depth: 8
  • WP data required: between 5000 and 6000 ps

Worst hold path
  • Hold depth: 0
  • Hold Path Class: register to register

Global routing
  • Largest net degree at the start of global routing: between 60 and 70
  • First-pass GRT wire length: between 15000 and 20000 um
  • Vias in the first global route: 3890
  • Grt ovf: 0
  • Initial antenna violation count: 0
  • GRT Util Overall: 0.149

Job
  • Max-cap violations: 0
  • OpenROAD warnings: 55

Pwr
  • Internal power: 0.000968 W
  • Clk pwr share: 0.540
  • Pleak: about 2.7 nW
  • Switching Fraction: 0.199
  • Worst vdd ir: 187 uV
  • Reg power frac: 0.433
  • P_sw: approximately 0.00024 W
  • Power Density: 194 mW/mm2
  • Comb pwr share: 0.027
[synthesized netlist by cell type (3+ instances only)]
cell type / instances
clkbuf_1: 14
nand3_1: 29
o22ai_1: 4
a21o_1: 5
nand2_1: 56
xnor2_1: 19
nor4_1: 3
ha_1: 43
nand4_1: 20
xor2_1: 42
nor3_1: 11
a31oi_1: 8
o211ai_1: 4
mux2i_1: 5
dfxtp_1: 30
and2_1: 4
a221oi_1: 4
a21oi_1: 24
dfrtp_1: 63
nor2b_1: 8
or3_1: 8
buf_2: 3
o21ai_0: 27
and3_1: 7
nor2_1: 73
inv_1: 29
and4_1: 4
o31ai_1: 4
nand2b_1: 11
[placed cells by master (no fill, tap or decap), types with 11 or more instances in the layout]
cell             Yosys  layout
ha_1                43      43
nand4_1             20      20
nand2_1             56      56
nor3_1              11      11
nor2_1              73      73
xor2_1              42      42
inv_1               29      28
clkdlybuf4s50_1      0      13
a21oi_1             24      24
nand2b_1            11      11
nand3_1             29      29
dfrtp_1             63      63
o21ai_0             27      27
dfxtp_1             30      30
xnor2_1             19      19
[layout make-up]
class | instances | area, um2 | share of cell area
Clock buffer | 10 | 229 | 0.0367
Inverter | 31 | 116 | 0.0187
Multi-Input combinational cell | 476 | 3190 | 0.511
Tap cell | 176 | 220 | 0.0353
Clock inverter | 6 | 111 | 0.0179
Sequential cell | 94 | 2210 | 0.354
Timing Repair Buffer | 17 | 160 | 0.0257
[cells by family after synthesis]
kind of cell | after synthesis
buffers and inverters | 50
AND-OR/OR-AND | 109
adder cells (fa/ha/maj) | 44
flip-flops | 94
XOR/XNOR | 61
multiplexers | 7
AND/OR/NAND/NOR | 255
[final timing paths]
path | from | end | slack, ps
worst max-delay path | d0.count[3] | d0.count[11] | 3050
worst min-delay path | d0.button_out | btnU_prev | 430
worst max register to register | d0.count[3] | d0.count[11] | 3050
worst min register to register | d0.button_out | btnU_prev | 430
max in group asynchronous | btnC | d0.count[6] | 3690
min in group asynchronous | btnC | clk1.counter[1] | 1310
[layer usage]
metal,vias to the layer above,share of wire,global-route usage
met5,-,0,0
met4,0,0.013,0.0170
met3,10,0.030,0.0231
met2,62,0.45,0.227
met1,2003,0.51,0.239
li1,2189,-,-
[power groups by stage]
stage | combinational, W | sequential (W) | clock [W]
4_1_cts | 0.0000332 | 0.000523 | 0.000669
5_1_grt | 0.0000382 | 0.000525 | 0.000689
6_report | 0.0000321 | 0.000523 | 0.000653
[worst register-to-register path: stages (launching register included)]
cell	delay [ps]
dfrtp_1	430
and4_1	260
nand4_1	220
nor4_2	640
nand4b_1	350
nor2_1	120
nand2_1	100
xor2_1	160
nor2_1	60
[metrics by stage]
| stage | power, W | std cells |
|---|---|---|
| floorplan | 0.000556 | 620 |
| global placement | 0.000563 | 794 |
| detailed placement | 0.000565 | 794 |
| CTS | 0.00122 | 810 |
| global route | 0.00125 | 810 |
| finish | 0.00121 | 810 |
[flip-flops by register name, indices dropped and copies added, names as in the netlist]
register and count:
min_counter 6, an 4, btnU_prev 1, seg 7, running 1, mux_clk 1
clk1.counter 26, mux_clk_div 17, mux_count 2, clk1.clk_1hz 1, d0.button_prev 1, d0.button_out 1
sec_counter 6, d0.count 20
No activity file was given, so power comes from the tool's default toggle rates.
